==> design/flow/config.mk <==
export PLATFORM = sky130hd
export DESIGN_NAME = sevensegdisp
export DESIGN_NICKNAME = sevensegdisp
export VERILOG_FILES = /design/flow/design.v
export SDC_FILE = /design/flow/constraint.sdc
export NUM_CORES = 4
export LEC_CHECK = 1
export CORE_AREA = 10 10 70 70
export DIE_AREA = 0 0 80 80
==> design/flow/constraint.sdc <==
current_design sevensegdisp

set clk_period 1.2
set clk_io_pct 0.2

create_clock -name clk0 -period $clk_period

set non_clock_inputs [all_inputs -no_clocks]
set_input_delay [expr $clk_period * $clk_io_pct] -clock clk0 $non_clock_inputs
set_output_delay [expr $clk_period * $clk_io_pct] -clock clk0 [all_outputs]
==> design/flow/design.v <==
module sevensegdisp(enable,xin, yout);
input[3:0] xin; 
input enable;
output[6:0] yout;
reg[6:0] yout;
always @(xin or enable)
begin
    if(enable==1)
        case(xin)
            4'b0000:yout=7'b1111110;
            4'b0001:yout=7'b0110000;
            4'b0010:yout=7'b1101101;
            4'b0011:yout=7'b1111001;
            4'b0100:yout=7'b0110011;
            4'b0101:yout=7'b1011011;
            4'b0110:yout=7'b1011111;
            4'b0111:yout=7'b1110000;
            4'b1000:yout=7'b1111111;
            4'b1001:yout=7'b1111011;
            default:yout=7'b0000000;
        endcase
    else
        yout=7'b0000000;
end
endmodule
==> design/flow/run.sh <==
#!/bin/bash
# OpenROAD 26Q1-2900-gdf79404cd8, Yosys 0.63+post, stock flow scripts
make -C /OpenROAD-flow-scripts/flow DESIGN_CONFIG=/design/flow/config.mk WORK_HOME=/design/flow/orfs finish
==> results.txt <==
Yosys stat area -> 226 µm²
Logic area -> 270 µm²
Slowest CP cell -> or3b_4
GR Overflow Total -> 0
Failing checks -> negative setup slack
Final Util -> 16.1%
Met2 GRT Util -> 4.17%
Place WS -> -0.944 ns
Crit path capture type -> output pin
Met1 usage -> 3.43%
Worst VDD drop -> 0.0000447 V
Top post-synthesis cells by count -> 5 x ha_1, 4 x inv_1, 4 x o21ai_0
Worst Path Arrival -> 1.05 ns
First-pass GRT wire length -> 1350 µm
Synth Seq Share -> 0%
Core ar. -> 3420 µm²
Routed Antenna Nets -> 0
Max_slew headroom -> 90.6%
FP Rows -> 21
Measured slew at the worst slew-check pin -> 0.137 ns
CP max stage delay -> 0.37 ns
CP Launch Type -> input port
Final min period -> 1.29 ns
Top cells by area -> ha_1 28%, mux2i_1 8.8%, o21ai_0 8.8%
Overall Global Routing Usage -> 2.52%
DR vias/cell -> 2.83
Leak -> 0.238 nW
# diodes -> 0
Fmax -> 0.772 GHz
Netlist cell types -> 17
Data required time of the critical path -> 0.96 ns
Avg Cell Area, Syn -> 7.31 µm²
Most numerous cell in the Yosys netlist -> ha_1
Reg area -> 0 µm²
DR vias -> 280
Cells along the critical path -> buf_8, ha_4, or3b_4, o21ai_1, buf_2
Die area -> 6400 µm²
Number of remaining DRC errors -> 0
Top-area cell share -> 27.6%
Non-Filler Instances -> 99
DP Wirelength -> 661 µm
Routability cong. -> 0.702
Final hold violations -> 0
RSZ-0062 raised after global routing -> true
DRT Pass-1 Iters -> 3
Area growth, synth to finish -> 143%
Status -> finished, violations left
Fill count -> 388
Vias in the first global route -> 281
Buffers added on ports -> 12
Die height -> 80 µm
Post-Place Cells -> 95
Synthesized area -> 226 µm²
Post-synth top area cell -> ha_1
Mapped Cells -> 31
Synth Warn # -> 1
Power Density -> 286 nW/µm²
IO Count -> 12
Final WL -> 823 µm
Final period util -> 108%
Core Util at FP -> 6.63%
Clock buffer count -> 0
Initial DRC Count -> 15
Crit-path max FO -> 3
Maxcap violations -> 0
# Cells Yosys -> 31
Gr busiest metal -> met2
Die X -> 80 µm
PnR worst setup slack -> -0.0948 ns
Post-DR wirelength/cell -> 8.31 µm
Post-Route Setup TNS -> -0.252 ns
Final Max Slew Viols -> 0
WS Path Type -> in -> out
Met3 Track Usage GR -> 0.568%
Pin count of the biggest net entering global routing -> 6
Worst Hold Class -> in -> out
Initial antenna violation count -> 0
Final sequential cell count -> 0
Hold_buf cts -> 0
OpenROAD warning count -> 38
Final-report setup violation count -> 4
Layout cell share with drive strength beyond 1 -> 67.9%
timing repair:
action	in CTS	in global routing
gates resized	75	3
setup endpoints to repair	7	6
pin swaps	9	0
setup buffers	4	0
layer usage:
metal	vias up	routed length (µm)
met5	-	0
met2	6	397
met4	0	0
met1	124	359
met3	0	66
li1	150	-
kinds of logic after synthesis:
group | Yosys count | synth area share, %
xor gates and xnor gates | 1 | 3.87
adders and majority gates | 5 | 27.6
muxes | 2 | 8.84
AOI/OAI and AO/OA | 9 | 23.2
buffers and inverters | 5 | 11.6
and+or+nand+nor | 9 | 24.9
cells in the final DEF (no fill, tap or decap), types with 2 or more instances in the layout:
cell type,instances
ha_4,4
nand2_1,2
inv_4,4
buf_4,5
buf_2,8
mux2i_1,2
buf_6,7
o21a_1,2
buf_8,2
o21ai_1,3
through the flow:
step	power, mW	hold slack, ns	area (µm²)
6_report	0.157	0.926	549
5_1_grt	0.174	0.943	549
4_1_cts	0.155	0.936	543
3_5_place_dp	0.127	1.56	445
3_3_place_gp	0.127	1.56	445
2_1_floorplan	0.0458	0.541	226
power by group:
part           leakage (nW)  total, mW  internal [mW]  switching, mW
Sequential                0          0              0              0
Combinational         0.238      0.157         0.0920         0.0651
Clock                     0          0              0              0
worst max-delay path, delay by kind of cell:
kind                       cells  cell delay [ns]
and+or+nand+nor                1             0.37
AOI/OAI and AO/OA              1             0.08
buffers and inverters          2             0.22
adders and majority gates      1             0.15
path summary, 6_finish.rpt:
check | endpoint | startpoint | slack, ns | cells past startpoint
setup / recovery | yout[1] | xin[1] | -0.09 | 5
hold / removal | yout[0] | xin[3] | 0.93 | 5
final cells by class:
type	instances	area share (%)
timing repair buffer	23	35.8
tap	46	10.5
inverter	4	4.56
multi-input combinational	26	49.2
No activity file was given, so power comes from the tool's default toggle rates.
